<file path="design/flow/config.mk">
export PLATFORM = sky130hd
export DESIGN_NAME = full_add16
export DESIGN_NICKNAME = full_add16
export VERILOG_FILES = /design/flow/design.v
export SDC_FILE = /design/flow/constraint.sdc
export NUM_CORES = 4
export LEC_CHECK = 1
export CORE_AREA = 10 10 70 70
export DIE_AREA = 0 0 80 80
</file>
<file path="design/flow/constraint.sdc">
current_design full_add16

set clk_period 20.7
set clk_io_pct 0.2

create_clock -name clk0 -period $clk_period

set non_clock_inputs [all_inputs -no_clocks]
set_input_delay [expr $clk_period * $clk_io_pct] -clock clk0 $non_clock_inputs
set_output_delay [expr $clk_period * $clk_io_pct] -clock clk0 [all_outputs]
</file>
<file path="design/flow/design.v">
module half_adder(input wire a, b, output wire sum, c);
  wire n, o;
  and A1(c, a, b);
  not N1(n, c);
  or  O1(o, a, b);
  and A2(sum, n, o);
endmodule
module full_adder(input wire a, b, cin, output wire sum, cout);
  wire c1, s1, c2;
  half_adder H1(a, b, s2, c1);
  half_adder H2(s2, cin, sum, c2);
  or O1(cout, c1, c2);
endmodule
module full_add16(input wire [15:0] i_a, input wire [15:0] i_b, input wire cin, output wire [15:0] o_out, output wire o_cout );
wire Co[0:14];
full_adder f0(.a(i_a[0]), .b(i_b[0]), .cin(cin), .sum(o_out[0]), .cout(Co[0]));
full_adder f1(.a(i_a[1]), .b(i_b[1]), .cin(Co[0]), .sum(o_out[1]), .cout(Co[1]));
full_adder f2(.a(i_a[2]), .b(i_b[2]), .cin(Co[1]), .sum(o_out[2]), .cout(Co[2]));
full_adder f3(.a(i_a[3]), .b(i_b[3]), .cin(Co[2]), .sum(o_out[3]), .cout(Co[3]));
full_adder f4(.a(i_a[4]), .b(i_b[4]), .cin(Co[3]), .sum(o_out[4]), .cout(Co[4]));
full_adder f5(.a(i_a[5]), .b(i_b[5]), .cin(Co[4]), .sum(o_out[5]), .cout(Co[5]));
full_adder f6(.a(i_a[6]), .b(i_b[6]), .cin(Co[5]), .sum(o_out[6]), .cout(Co[6]));
full_adder f7(.a(i_a[7]), .b(i_b[7]), .cin(Co[6]), .sum(o_out[7]), .cout(Co[7]));
full_adder f8(.a(i_a[8]), .b(i_b[8]), .cin(Co[7]), .sum(o_out[8]), .cout(Co[8]));
full_adder f9(.a(i_a[9]), .b(i_b[9]), .cin(Co[8]), .sum(o_out[9]), .cout(Co[9]));
full_adder f10(.a(i_a[10]), .b(i_b[10]), .cin(Co[9]), .sum(o_out[10]), .cout(Co[10]));
full_adder f11(.a(i_a[11]), .b(i_b[11]), .cin(Co[10]), .sum(o_out[11]), .cout(Co[11]));
full_adder f12(.a(i_a[12]), .b(i_b[12]), .cin(Co[11]), .sum(o_out[12]), .cout(Co[12]));
full_adder f13(.a(i_a[13]), .b(i_b[13]), .cin(Co[12]), .sum(o_out[13]), .cout(Co[13]));
full_adder f14(.a(i_a[14]), .b(i_b[14]), .cin(Co[13]), .sum(o_out[14]), .cout(Co[14]));
full_adder f15(.a(i_a[15]), .b(i_b[15]), .cin(Co[14]), .sum(o_out[15]), .cout(o_cout));
endmodule
module incrementer(input [0:15] i_in, input i_dir, output [0:15] o_out);
  wire Co[0:15];
  wire w_dirInv;
  assign w_dirInv = ~i_dir;
  full_adder F0(i_in[15], w_dirInv, i_dir, o_out[15], Co[15]);
  full_adder F1(i_in[14], w_dirInv, Co[15], o_out[14], Co[14]);
  full_adder F2(i_in[13], w_dirInv, Co[14], o_out[13], Co[13]);
  full_adder F3(i_in[12], w_dirInv, Co[13], o_out[12], Co[12]);
  full_adder F4(i_in[11], w_dirInv, Co[12], o_out[11], Co[11]);
  full_adder F5(i_in[10], w_dirInv, Co[11], o_out[10], Co[10]);
  full_adder F6(i_in[9], w_dirInv, Co[10], o_out[9], Co[9]);
  full_adder F7(i_in[8], w_dirInv, Co[9], o_out[8], Co[8]);
  full_adder F8(i_in[7], w_dirInv, Co[8], o_out[7], Co[7]);
  full_adder F9(i_in[6], w_dirInv, Co[7], o_out[6], Co[6]);
  full_adder F10(i_in[5], w_dirInv, Co[6], o_out[5], Co[5]);
  full_adder F11(i_in[4], w_dirInv, Co[5], o_out[4], Co[4]);
  full_adder F12(i_in[3], w_dirInv, Co[4], o_out[3], Co[3]);
  full_adder F13(i_in[2], w_dirInv, Co[3], o_out[2], Co[2]);
  full_adder F14(i_in[1], w_dirInv, Co[2], o_out[1], Co[1]);
  full_adder F15(i_in[0], w_dirInv, Co[1], o_out[0], Co[0]);
endmodule
</file>
<file path="design/flow/run.sh">
#!/bin/bash
# OpenROAD 26Q1-2900-gdf79404cd8, Yosys 0.63+post, stock flow scripts
make -C /OpenROAD-flow-scripts/flow DESIGN_CONFIG=/design/flow/config.mk WORK_HOME=/design/flow/orfs finish
</file>
==> impl_metrics.py <==
# Auto-generated metrics
metrics = {
    "clocking": {
        "post_cts_buffers": 0,
        "hold_buffers": 0,
        "post_cts_resize_count": 0,
    },
    "logic_synthesis": {
        "syn_avg_cell_area_um2": 11.4,
        "yosys.area.top_type": "fa_1",
        "yosys_cells": 42,
        "top_cell_area_share": 0.670,
        "yosysUniqueCellTypes": 3,
        "synth_warnings": 2,
        "yosysChipArea_um2": 478,
        "top_cells_by_count": "buf_4 (16), fa_1 (16), inv_1 (10)",
        "synth_area_um2": 478,
        "synthTopCellsByArea": "fa_1 (67%), buf_4 (25%), inv_1 (7.9%)",
        "syn-instance-count": 42,
        "ys_seq_frac": 0,
    },
    "floorplan": {
        "die_h_um": 80,
        "pin_count": 50,
        "chipArea_um2": 6400,
        "core_um2": 3420,
        "die_x_um": 80,
        "rows": 21,
        "fp-utilization": 0.140,
    },
    "final_layout": {
        "nFlopsAndLatches": 0,
        "seqCellArea_um2": 0,
        "layout-drive-gt1-share": 0,
        "areaGrowthSynthToFinish_pct": 91.6,
        "nClkBuffers": 0,
    },
    "global_route": {
        "gr-max-usage-layer": "met1",
        "first_global_vias": 456,
        "grt_pass1_wl_um": 2260,
        "grt_usage": 0.0453,
        "globalRouteMet3Util": 0.0432,
        "grt_start_max_net_pins": 2,
        "grt-ovfl-total": 0,
        "use_met2": 0.0570,
        "grt_util_met1": 0.0581,
        "grt_antenna_before_repair": 0,
    },
    "route": {
        "first_pass_iters": 2,
        "wl_per_cell_um": 12.5,
        "drc": 0,
        "drtAntennaViolNets": 0,
        "viasPerCell": 3.16,
        "vias": 386,
        "diodes": 0,
        "finalWirelength_um": 1530,
        "drt_iter0_markers": 1,
    },
    "critical_path": {
        "crit_arrival_ns": 11.30,
        "crit_family": "adder cells",
        "crit_buf_inv": 6,
        "cp-startpoint": "i_a[0]",
        "cpMaxStageDelayCell": "clkdlybuf4s50_1",
        "crit_path_end": "o_out[15]",
        "critPathCaptureType": "primary output",
        "cp_slowest_stage_delay_ns": 0.47,
        "cp.required_ns": 16.56,
        "cp.depth": 22,
        "path_max_fanout": 1,
        "crit_top_cell": "fa_1",
        "worstPathCellList": "clkdlybuf4s50_1 > inv_1 > fa_1 > inv_1 > fa_1 > fa_1 > fa_1 > fa_1 > fa_1 > fa_1 > fa_1 > fa_1 > fa_1 > fa_1 > fa_1 > fa_1 > fa_1 > fa_1 > inv_1 > fa_1 > inv_1 > clkdlybuf4s50_1",
        "start_kind": "input port",
        "crit_type": "input port to primary output",
    },
    "place": {
        "post-place-ws_ns": 5.22,
        "dp_hpwl_um": 1540,
        "io_buffers": 50,
        "place_congestion": 0.861,
    },
    "timing": {
        "hold_violations": 0,
        "finalSetupViolations": 0,
        "fmax_ghz": 0.0648,
        "slew_violations": 0,
        "post-route-period-util": 0.746,
        "worst_pin_slew_ns": 0.111,
        "layout_min_cycle_time_ns": 15.44,
        "slew_headroom": 0.926,
        "fin_tns_setup_ns": 0,
        "rsz0062_at_grt": "false",
        "finalWorstSetupSlack_ns": 5.26,
    },
    "power_and_ir_drop": {
        "peakVddDrop_v": 0.00000949,
        "powerDensity_nw_per_um2": 28.1,
        "p_leak_uw": 0.000366,
    },
    "hold_path": {
        "hold_path.class": "input port to primary output",
    },
    "flow_run": {
        "cap_viol_max_count": 0,
        "warnings": 32,
    },
    "status": {
        "status": "finished clean",
    },
}
[cells by family after synthesis]
family	after synthesis	share of synthesized area
adder cells (fa/ha/maj)	16	0.670
buffers and inverters	26	0.330
[layout by cell type, fill, tap and decap left out]
master / instances
inv_1: 10
clkdlybuf4s50_1: 50
fa_1: 16
[area by class of cell]
type / instances / area [µm²]
fill: 368 / 2500
inverter: 10 / 37.5
multi-input combinational: 16 / 320
tap: 46 / 57.6
timing repair buffer: 50 / 500
[where the power goes]
group / leakage, µW / internal (µW) / switching, µW / total, µW
Sequential: 0 / 0 / 0 / 0
Clock: 0 / 0 / 0 / 0
Combinational: 0.000366 / 19.1 / 6.67 / 25.8
[metrics by stage]
step	cell area [µm²]	util	instances	hold slack [ns]	total power, µW
after global routing	916	0.268	122	9.39	29.3
after floorplan	478	-	42	8.50	12.7
after global placement	916	0.268	122	9.35	26.6
after detailed placement	916	0.268	122	9.34	26.7
final	916	0.268	122	9.33	25.8
after CTS	916	0.268	122	9.35	26.8
[how the worst min path moves through the flow]
| stage | from | cells after the start | end | slack [ns] |
|---|---|---|---|---|
| 6_report | cin | 5 | o_out[0] | 9.33 |
| 5_1_grt | i_b[15] | 5 | o_cout | 9.39 |
| 4_1_cts | cin | 5 | o_out[0] | 9.35 |
[routing by layer]
metal | part of all wire | vias to the layer above
li1 | - | 168
met1 | 0.44 | 170
met2 | 0.29 | 48
met3 | 0.27 | 0
met4 | 0 | 0
met5 | 0 | -
Power is estimated from default activity; no workload was simulated.
